==> flow/design.v <==
module ALU(
        input clk,
        input [2:0] sel,
        input [3:0] A,
        input [3:0] B,
        output reg [3:0] O,
        output reg overflow,
        output reg zero,
        output reg carry
);
    always @(posedge clk) begin
        overflow <= 0;
        carry <= 0;
        case (sel)
            3'b000 :  
                begin
                    {carry, O} <= A + B;
                    overflow <= (A[3] == B[3]) && (A[3] != O[3]);
                end
            3'b001 :  
                begin
                    {carry, O} <= A - B;
                    overflow <= (A[3] == ~B[3]) && (A[3] != O[3]);
                end
            3'b010 :  
                begin
                    O <= ~ A;
                end
            3'b011 :  
                begin
                    O <= A & B;
                end
            3'b100 :  
                begin
                    O <= A | B;
                end
            3'b101 : 
                begin
                    O <= A ^ B;
                end
            3'b110 : 
                begin
                    O <= ($signed(A) < $signed(B)) ? 1 : 0;
                end
            3'b111:  
                begin
                    O <= ($signed(A) == $signed(B)) ? 1:0;
                end
        endcase
        zero <= ~ (| O);
    end
endmodule
==> flow/run.sh <==
#!/bin/bash
# OpenROAD 26Q1-2900-gdf79404cd8, Yosys 0.63+post, stock flow scripts
make -C /OpenROAD-flow-scripts/flow DESIGN_CONFIG=/design/flow/config.mk WORK_HOME=/design/flow/orfs finish
==> flow/config.mk <==
export PLATFORM = sky130hd
export DESIGN_NAME = ALU
export DESIGN_NICKNAME = ALU
export VERILOG_FILES = /design/flow/design.v
export SDC_FILE = /design/flow/constraint.sdc
export NUM_CORES = 4
export LEC_CHECK = 1
export CORE_AREA = 10 10 75 75
export DIE_AREA = 0 0 85 85
==> flow/constraint.sdc <==
current_design ALU

set clk_period 2.2
set clk_io_pct 0.2

create_clock -name clk0 -period $clk_period [get_ports {clk}]

set non_clock_inputs [all_inputs -no_clocks]
set_input_delay [expr $clk_period * $clk_io_pct] -clock clk0 $non_clock_inputs
set_output_delay [expr $clk_period * $clk_io_pct] -clock clk0 [all_outputs]
==> results.sh <==
# yosys + openroad results
export IMPL_gr_total_overflow=0
export IMPL_ys_top_cells_by_area="ha_1, dfxtp_1, inv_1"
export IMPL_required_ps=2350
export IMPL_coreArea_um2=4060
export IMPL_clk_path_buf_depth=2
export IMPL_synth_top_area_share=0.183
export IMPL_p_int_uw=392
export IMPL_cts_buffers=3
export IMPL_timing_final_hold_violations=0
export IMPL_cap_violations=0
export IMPL_root_buffer="clkbuf_8"
export IMPL_initCoreUtil=0.202
export IMPL_power_frac_comb=0.401
export IMPL_crit_buf_inv=3
export IMPL_n_fill_cell=419
export IMPL_fin_worst_skew_ps=2.08
export IMPL_wirelength_mm=2.00
export IMPL_clock_sinks=7
export IMPL_worst_hold_slack_ps=404
export IMPL_ir_drop_mv=0.130
export IMPL_synth_seq_share=0.171
export IMPL_fin_crit_sh=0.939
export IMPL_die_width_um=85
export IMPL_drive_above_1_share=0.239
export IMPL_rsz0062_at_grt="false"
export IMPL_hp_class="reg2reg"
export IMPL_worstPathCellList="clkdlybuf4s50_1, buf_4, fa_1, inv_1, mux4_2, o22ai_2"
export IMPL_synth_area_um2=820
export IMPL_cts_clk_slew_worst_paths_ps=40
export IMPL_drc=0
export IMPL_cp_top_family="buffers and inverters"
export IMPL_place_inst=180
export IMPL_async_flop_share=0
export IMPL_stdcell_count=184
export IMPL_yosysChipArea_um2=820
export IMPL_dr_pass1_iters=4
export IMPL_setup_viol=0
export IMPL_power_share_switching=0.276
export IMPL_antenna_found_initial=0
export IMPL_p_sw_uw=149
export IMPL_htree_num_levels=1
export IMPL_cp_start_kind="input pin"
export IMPL_worstSetupEndpointType="flop"
export IMPL_ys_cells=99
export IMPL_setup_ws_ps=133
export IMPL_design_area_um2=1220
export IMPL_wl_per_cell_um=10.9
export IMPL_postPlaceCellArea_um2=1160
export IMPL_gr_usage_all_layers=0.0542
export IMPL_postRouteAntennaNets=0
export IMPL_layout_min_cycle_time_ps=2070
export IMPL_yosysTopAreaCell="ha_1"
export IMPL_p_seq_frac=0.276
export IMPL_edf_count=0
export IMPL_yosysUniqueCellTypes=34
export IMPL_fmax_ghz=0.484
export IMPL_power_leakage_uw=0.000544
export IMPL_crit_fanout=3
export IMPL_m1WireLength_um=884
export IMPL_grt_pass1_vias=783
export IMPL_power_density_nw_per_um2=443
export IMPL_drt_iter0_drc=59
export IMPL_worst_slew_pin_slew_ps=431
export IMPL_clk_latency_ps=220
export IMPL_num_rows=23
export IMPL_synthesis_instances=99
export IMPL_pwr_share_clk=0.323
export IMPL_cp_slowest_cell="fa_1"
export IMPL_synthToLayoutAreaGrowth_pct=49.0
export IMPL_die_area_um2=7230
export IMPL_ios=19
export IMPL_cp_arrival_ps=2210
export IMPL_portBuffers=18
export IMPL_via_per_inst=4.26
export IMPL_grt_max_degree=16
export IMPL_num_antenna_cells=0
export IMPL_post_cts_buffers=0
export IMPL_grt_first_pass_wirelength_mm=3.44
export IMPL_numSynthFlops=7
export IMPL_max_stage_delay_ps=520
export IMPL_dr_total_vias=783
export IMPL_place_hpwl_mm=1.71
export IMPL_status="completed"
export IMPL_slew_headroom=0.712
export IMPL_drv_slew=0
export IMPL_yosysWarnings=1
export IMPL_syn_area_per_cell_um2=8.28
export IMPL_cts_tree="done"
export IMPL_ys_flop_type="dfxtp_1"
export IMPL_yosys_top_cells_count="ha_1, inv_1, nor3_1, dfxtp_1"
export IMPL_die_h_um=85
export IMPL_highest_layer="met4"
export IMPL_dp_slack_ps=-246
export IMPL_crit_type="in2reg"
export IMPL_cts_hold_buf=0
export IMPL_routabilityCongestion=0.817
export IMPL_route_met3_wl_um=195
export IMPL_openroad_warnings=33
export IMPL_route_met2_wl_um=914
path summary, 6_finish.rpt:
kind / startpoint / end / slack, ps / depth (start not counted)
worst min-delay path: O[2] / zero / 400 / 1
worst min register to register: O[2] / zero / 400 / 1
worst max register to register: O[3] / overflow / 1420 / 3
worst max-delay path: A[1] / O[1] / 130 / 6
what timing repair did:
item                                    in CTS  in global routing
pin swaps                                    0                  1
resized                                      1                  3
endpoints found under the setup margin       1                  3
cells in the final DEF (no fill, tap or decap), types with 3 or more instances in the layout:
master           count
nor3_1               8
a21oi_1              5
nor2_1               4
ha_1                11
o211ai_1             3
clkbuf_8             3
inv_1               12
buf_4               20
o21ai_0              3
nor2b_1              5
dfxtp_1              7
clkdlybuf4s50_1     16
per-layer routing:
metal  track usage  up-vias
met5             0        -
met4       0.00749        0
met3        0.0222        2
met2        0.0838       19
met1        0.0708      347
li1              -      415
flip-flops by register name, summed over array words and instances, names as in the netlist:
name,cells
O,4
carry,1
overflow,1
zero,1
cell families after synthesis:
family,Yosys count,share of synthesized area
xor gates and xnor gates,2,0.0214
muxes,1,0.0275
and+or+nand+nor,26,0.165
DFF,7,0.171
AOI/OAI and AO/OA,29,0.263
adders and majority gates,14,0.232
buffers and inverters,20,0.121
worst reg2reg max path: cells and delay by family (launching register included):
family             cells  cell delay [ps]
DFF                    1              360
and+or+nand+nor        2              270
AOI/OAI and AO/OA      1               70
per-stage QoR:
step	setup TNS (ps)	util	total power, uW
after global placement	-554	0.286	367
after floorplan	0	-	265
after CTS	0	0.299	549
final	0	0.301	541
after global routing	0	0.301	582
after detailed placement	-611	0.286	367
layout make-up:
| class | instances | area (um^2) | share of cell area |
|---|---|---|---|
| timing repair buffer | 38 | 335 | 0.275 |
| tap | 50 | 62.6 | 0.0512 |
| sequential | 7 | 140 | 0.115 |
| clock buffer | 4 | 45.0 | 0.0369 |
| multi-input combinational | 72 | 589 | 0.483 |
| inverter | 13 | 48.8 | 0.0400 |
power groups by stage:
stage / Clock (uW) / Sequential [uW] / Combinational [uW]
finish: 175 / 149 / 217
global route: 188 / 151 / 243
CTS: 180 / 149 / 220
Power figures rest on the tool's default switching activity, not on a simulated workload.
