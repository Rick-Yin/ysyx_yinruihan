--- flow/config.mk ---
export PLATFORM = sky130hd
export DESIGN_NAME = ps2_keyboard
export DESIGN_NICKNAME = ps2_keyboard
export VERILOG_FILES = /design/flow/design.v
export SDC_FILE = /design/flow/constraint.sdc
export NUM_CORES = 4
export LEC_CHECK = 1
export CORE_UTILIZATION = 40
--- flow/run.sh ---
#!/bin/bash
# OpenROAD 26Q1-2900-gdf79404cd8, Yosys 0.63+post, stock flow scripts
make -C /OpenROAD-flow-scripts/flow DESIGN_CONFIG=/design/flow/config.mk WORK_HOME=/design/flow/orfs finish
--- flow/constraint.sdc ---
current_design ps2_keyboard

set clk_period 4.4
set clk_io_pct 0.2

create_clock -name clk0 -period $clk_period [get_ports {clk}]

set non_clock_inputs [all_inputs -no_clocks]
set_input_delay [expr $clk_period * $clk_io_pct] -clock clk0 $non_clock_inputs
set_output_delay [expr $clk_period * $clk_io_pct] -clock clk0 [all_outputs]
--- flow/design.v ---
module ps2_keyboard(clk,clrn,ps2_clk,ps2_data,data,
                        ready,nextdata_n,overflow, countK);
    input clk,clrn,ps2_clk,ps2_data;
    input nextdata_n;
    output [7:0] data;
    output reg ready;
    output reg overflow;      
    output reg [7:0] countK;
    reg [9:0] buffer;         
    reg [7:0] fifo[7:0];      
    reg [2:0] w_ptr,r_ptr;    
    reg [3:0] count;   
    reg [2:0] ps2_clk_sync;
    always @(posedge clk) begin
        ps2_clk_sync <=  {ps2_clk_sync[1:0],ps2_clk};
    end
    wire sampling = ps2_clk_sync[2] & ~ps2_clk_sync[1];
    always @(posedge clk) begin
        if (clrn == 0) begin  
            count <= 0;
            w_ptr <= 0;
            r_ptr <= 0;
            overflow <= 0;
            ready<= 0;
            countK <= 0;
        end
        else begin
            if ( ready ) begin  
                if(nextdata_n == 1'b0)  
                begin
                    r_ptr <= r_ptr + 3'b1;
                    if(w_ptr==(r_ptr+1'b1))  
                        ready <= 1'b0;
                end
            end
            if (sampling) begin
                if (count == 4'd10) begin
                    if ((buffer[0] == 0) &&   
                            (ps2_data)       &&   
                            (^buffer[9:1])) begin       
                        fifo[w_ptr] <= buffer[8:1];   
                        w_ptr <= w_ptr+3'b1;
                        ready <= 1'b1;
                        countK <= countK + 1;
                        overflow <= overflow | (r_ptr == (w_ptr + 3'b1));
                    end
                    count <= 0;      
                end
                else begin
                    buffer[count] <= ps2_data;   
                    count <= count + 3'b1;
                end
            end
        end
    end
    assign data = fifo[r_ptr];  
endmodule
==> run_results.csv <==
group,metric,value,unit
job,warnings,30,
critical_path,r2r_start,"buffer[5]",
synthesis,ys_seq_frac,0.6380,
synthesis,synthFlopType,"edfxtp_1",
synthesis,synth_area,0.004299,sq mm
clock_tree,cts_tree,"yes",
sta,timing.slew.headroom,0.4608,
clock_tree,htree_num_levels,3,
global_route,grt_max_degree,25,
clock_tree,clockRootBuffer,"clkbuf_8",
route,ant_nets,0,
synthesis,top_area_cell,"edfxtp_1",
critical_path,cp-start-kind,"register",
sta,final-setup-viol-count,0,
floorplan,num_io_pins,23,
hold_path,hold_class,"reg -> reg",
critical_path,arrival,2.34,ns
clock_tree,clock_path_buffers,2,
critical_path,cp.required,3.52,ns
critical_path,crit_buf_inv,1,
clock_tree,path_clk_slew,0.09,ns
critical_path,crit_type,"reg -> out",
synthesis,ys_ff,100,
floorplan,core,0.01037,sq mm
synthesis,top_cells_by_count,"edfxtp_1 (74), dfxtp_1 (26), nand2_1 (18), nor2_1 (18), mux4_2 (16)",
sta,max_freq,0.3108,GHz
hold_path,hp-start,"ps2_clk_sync[0]",
sta,hold_viol,0,
global_route,grt_usage,0.1558,
floorplan,dieArea,0.01117,sq mm
route,first_pass_iters,4,
sta,tns,0,ns
power,irDropWorstVdd,0.2283,mV
synthesis,synthCells,292,
place,finalWeightedCongestion,0.7774,
sta,slew_violations,0,
clock_tree,cts_buffers,9,
critical_path,endpoint_kind,"primary output",
floorplan,row_count,37,
global_route,antenna_found_initial,0,
synthesis,area_leaders,"edfxtp_1 (52%), dfxtp_1 (12%), mux4_2 (8.4%), mux2_2 (2.9%), ha_1 (2.6%)",
floorplan,fp_util,0.4146,
sta,fin_worst_skew,0.005559,ns
final_layout,fillers,903,
power,leakage,0.001582,uW
sta,rsz0062_at_grt,"no",
place,hpwl,5115,um
outcome,status,"finished clean",
sta,worst_pin_slew,0.8077,ns
route,antenna-diode-count,0,
critical_path,critPathSlowestCell,"dfxtp_1",
global_route,grt_pass1_vias,2391,
synthesis,yosys.cell_count.top_type,"edfxtp_1",
critical_path,cpPeakStageDelay,0.85,ns
global_route,grt_pass1_wl,12290,um
route,wl_per_cell,16.74,um
clock_tree,cts_resized,0,
final_layout,layout-drive-gt1-share,0.1630,
synthesis,yosys-stat-area,0.004299,sq mm
synthesis,yosysTopAreaCellShare,0.5169,
clock_tree,cts_setup_buffers,0,
global_route,gr-total-overflow,0,
route,drc,0,
clock_tree,cts_hold_buf,0,
route,num_vias,2344,
route,drt-vias-per-instance,5.152,
sta,finalCriticalPeriod,3.217,ns
critical_path,worst-path-max-fanout,16,
critical_path,path_cells,"mux4_2, mux2_2, clkdlybuf4s50_1",
power,powerDensity,327.1,mW/mm^2
job,max_cap_violations,0,
final_layout,synthToLayoutAreaGrowth,12.11,%
clock_tree,cts.sinks,100,
synthesis,synth.yosys.warnings,1,
critical_path,cp_top_family,"flip-flops",
synthesis,ys_cells,292,
sta,fin_crit_sh,0.7312,
route,drtIter0Drc,91,
sta,whs,0.3363,ns
synthesis,edf_count,74,
synthesis,async_flop_share,0,
floorplan,die_w,105.7,um
floorplan,die_y,105.7,um
synthesis,synth_area_per_cell,14.72,sq um
synthesis,synthDistinctLibCells,42,
place,portBuffers,22,
route,wl,7618,um
clock_tree,insertion_delay,0.35,ns
[sequential cells by signal, summed over array words and instances, names as in the netlist, named ones only]
register      flops
count             4
r_ptr             3
fifo             64
buffer           10
countK            8
ps2_clk_sync      3
w_ptr             3
ready             1
overflow          1
[metrics by stage]
stage               utilization  cell area (sq um)  std cells  total power (uW)  worst slack [ns]
global route             0.4648               4820        455              1632             1.078
finish                   0.4648               4820        455              1576             1.183
CTS                      0.4648               4820        455              1596             1.114
detailed placement       0.4481               4647        440              1085             1.024
global placement         0.4481               4647        440              1085             1.085
floorplan                     -               4299        292              1070             1.617
[path summary, 6_finish.rpt]
path         slack [ns]  cells past startpoint               to
max                1.18                      3          data[7]
min                0.34                      0  ps2_clk_sync[1]
max reg2reg        1.53                      6       fifo[5][7]
min reg2reg        0.34                      0  ps2_clk_sync[1]
[worst reg2reg max path: stages, from the launching register on]
cell      delay (ns)
edfxtp_1        0.58
xor2_1          0.23
xnor3_1         0.44
mux2i_2         0.16
buf_4           0.22
or2_1           0.28
nor2_1          0.60
[placed cells by master, fill, tap and decap left out, types with 4 or more instances in the layout]
cell type / instances
nand2_1: 18
inv_1: 7
a21oi_1: 12
buf_4: 4
nor2_1: 18
ha_1: 9
xor2_1: 8
mux4_2: 16
xnor2_1: 7
dfxtp_1: 26
edfxtp_1: 74
o21ai_1: 11
a22o_1: 4
nand3_1: 12
nor2b_1: 4
mux2_2: 11
clkdlybuf4s50_1: 22
clkbuf_8: 9
or3_1: 7
[report_power, final]
part | switching (uW) | internal (uW)
registers | 9.63 | 1010
clock network | 305 | 208
logic | 25.0 | 19.4
[kinds of logic after synthesis]
| family | synth area share |
|---|---|
| flops | 0.6380 |
| simple gates | 0.09953 |
| compound gates | 0.05122 |
| mux | 0.1205 |
| buf+inv | 0.02299 |
| xor+xnor | 0.04162 |
| fa+ha+maj | 0.02619 |
[area by class of cell]
type / count / area (sq um) / area share
clock buffer: 9 / 123.9 / 0.02570
clock inverter: 6 / 48.80 / 0.01012
inverter: 7 / 26.28 / 0.005452
multi-input combinational: 171 / 1458 / 0.3024
sequential: 100 / 2743 / 0.5691
tap: 136 / 170.2 / 0.03531
timing repair buffer: 26 / 250.2 / 0.05192
[routing by layer]
layer,track usage,share of wire,vias up
met3,0.07823,0.078,5
met1,0.2302,0.43,1122
met4,0.009921,0.0083,0
li1,-,-,1137
met5,0,0,-
met2,0.2330,0.48,80
Power figures rest on the tool's default switching activity, not on a simulated workload.
